==> flow/design.v <==
module la_filter(
	input			clk,
	input			sys_rst_n,
	input			[9:0]	input_signal,
	output			[9:0]	sigmaS_out,
	output			[63:0]	sum
);
reg	[9:0]	xi[0:127];
reg	[63:0]	sum;
reg	[31:0]	sum128_to_16[0:15];
reg	[31:0]	sum16_to_4[0:3];
reg	[3:0]	delay_cnt;							 
integer	reg_index;
always @(posedge clk or negedge sys_rst_n)
	if(!sys_rst_n) begin
		for(reg_index =0;reg_index <128;reg_index =reg_index +1) begin
			xi[reg_index] <='d0;
		end
		delay_cnt <=3'd0;
	end
	else begin
		if(delay_cnt ==3'd2) begin
			delay_cnt <=3'd0;
			xi[0] <=input_signal;
			for(reg_index =0;reg_index <127;reg_index =reg_index +1) begin
				xi[reg_index +1] <=xi[reg_index];
			end
		end
		else
			delay_cnt <=delay_cnt +1'b1;
	end
always @(posedge clk or negedge sys_rst_n)		 
	if(!sys_rst_n) begin
		for(reg_index =0;reg_index <16;reg_index =reg_index +1) begin
			sum128_to_16[reg_index] <='d0;
		end
	end
	else begin
		for(reg_index =0;reg_index <16;reg_index =reg_index +1) begin
			sum128_to_16[reg_index] <=xi[reg_index*8]+xi[reg_index*8+1]+xi[reg_index*8+2]+xi[reg_index*8+3]
				+xi[reg_index*8+4]+xi[reg_index*8+5]+xi[reg_index*8+6]+xi[reg_index*8+7];
		end
	end
always @(posedge clk or negedge sys_rst_n)		 
	if(!sys_rst_n) begin
		for(reg_index =0;reg_index <4;reg_index =reg_index +1) begin
			sum16_to_4[reg_index] <='d0;
		end
	end
	else begin
		for(reg_index =0;reg_index <4;reg_index =reg_index +1) begin
			sum16_to_4[reg_index] <=sum128_to_16[4*reg_index] +sum128_to_16[4*reg_index+1] 
				+sum128_to_16[4*reg_index+2] +sum128_to_16[4*reg_index+3];
		end
	end
always @(posedge clk or negedge sys_rst_n)
	if(!sys_rst_n)
		sum <='d0;
	else 
		sum <=sum16_to_4[0]+sum16_to_4[1]+sum16_to_4[2]+sum16_to_4[3];
assign 		sigmaS_out =sum[10:1];				 
endmodule
==> flow/run.sh <==
#!/bin/bash
# OpenROAD 26Q1-2900-gdf79404cd8, Yosys 0.63+post, stock flow scripts
make -C /OpenROAD-flow-scripts/flow DESIGN_CONFIG=/design/flow/config.mk WORK_HOME=/design/flow/orfs finish
==> flow/config.mk <==
export PLATFORM = sky130hd
export DESIGN_NAME = la_filter
export DESIGN_NICKNAME = la_filter
export VERILOG_FILES = /design/flow/design.v
export SDC_FILE = /design/flow/constraint.sdc
export NUM_CORES = 4
export LEC_CHECK = 1
export CORE_UTILIZATION = 50
==> flow/constraint.sdc <==
current_design la_filter

set clk_period 65.4
set clk_io_pct 0.2

create_clock -name clk0 -period $clk_period [get_ports {clk}]

set non_clock_inputs [all_inputs -no_clocks]
set_input_delay [expr $clk_period * $clk_io_pct] -clock clk0 $non_clock_inputs
set_output_delay [expr $clk_period * $clk_io_pct] -clock clk0 [all_outputs]
==> flow_metrics.env <==
# yosys + openroad results
export IMPL_outcome="finished, final reports clean"
export IMPL_wirelength_um=158700
export IMPL_p_per_area_nw_per_um2=24.37
export IMPL_drc=0
export IMPL_cp_arrival_ps=17060
export IMPL_ir_drop_uv=26.56
export IMPL_whs_ps=473.8
export IMPL_drive_above_1_share_pct=3.976
export IMPL_area_growth_pct=9.032
export IMPL_routedWlPerCell_um=14.36
export IMPL_synth_warnings=4
export IMPL_cts_num_sinks=1569
export IMPL_cts_hold_fix_buffers=0
export IMPL_grt_pass1_vias=55150
export IMPL_postSynthCellCount=8592
export IMPL_critPathMaxStageDelay_ps=700
export IMPL_maxSlewViolCount=0
export IMPL_end_kind="asynchronous set/reset pin"
export IMPL_final_util_pct=55.10
export IMPL_layout_cells_non_filler=11050
export IMPL_synthArstFlopShare_pct=100.0
export IMPL_drtIter0Drc=3290
export IMPL_setup_viol=0
export IMPL_fp_dieH_um=424.8
export IMPL_finalHoldViolCount=0
export IMPL_cp_common_cell="buf_4"
export IMPL_crit_path_cell_trace="buf_16 -> buf_4 -> buf_4 -> buf_4 -> buf_4 -> buf_4"
export IMPL_numPlacedInstances=10730
export IMPL_grt_pass1_wl_um=280100
export IMPL_clock_latency_ps=810
export IMPL_ys_ff=1569
export IMPL_fin_area_um2=97470
export IMPL_placed_area_um2=91650
export IMPL_core_um2=176900
export IMPL_vias=52660
export IMPL_grt_max_degree=208
export IMPL_finalPower_mw=2.375
export IMPL_ys_cells=8592
export IMPL_tightest_slew_ps=1027
export IMPL_fp_utilization_pct=50.54
export IMPL_die_w_um=424.8
export IMPL_synth_cell_type_count=66
export IMPL_finalClockSkew_ps=19.17
export IMPL_maxCapViolations=0
export IMPL_cts_setup_buffers=0
export IMPL_track_usage_pct=20.54
export IMPL_tns_ps=0
export IMPL_ys_flop_type="dfrtp_1"
export IMPL_synth_chip_area_um2=89400
export IMPL_cts_root_buffer="clkbuf_16"
export IMPL_vias_per_cell=4.767
export IMPL_synth_avg_cell_area_um2=10.40
export IMPL_hold_path_end="xi[97][8]"
export IMPL_timing_rr_end="sum128_to_16[0][12]"
export IMPL_ctsLongestPathBuffers=3
export IMPL_fmax_mhz=61.72
export IMPL_cts_htree_levels=4
export IMPL_synth_area_um2=89400
export IMPL_die_area_um2=180500
export IMPL_num_rows=154
export IMPL_cts_resized_gates=0
export IMPL_r2r_start="xi[3][2]"
export IMPL_power_leakage_nw=50.55
export IMPL_drtPass1Iterations=5
export IMPL_worstSetupPathType="in -> async"
export IMPL_critPathSlowestCell="buf_4"
export IMPL_hold_start="xi[97][8]"
export IMPL_cts_buffers=175
export IMPL_overflow=0
export IMPL_min_path_cells=2
export IMPL_tritoncts="yes"
export IMPL_synth_seq_share_pct=43.92
export IMPL_worst_slack_ps=49200
export IMPL_regToRegSetupSlack_ps=60330
export IMPL_required_ps=66250
export IMPL_tool_warnings=47
export IMPL_gp_congestion=0.8740
export IMPL_io_buffers=38
export IMPL_worstHoldPathType="reg -> reg"
export IMPL_ant_nets=0
export IMPL_lay_top_count="nand2_1"
export IMPL_slew_headroom_pct=29.75
export IMPL_period_minus_slack_ps=16200
export IMPL_critPathMaxFanout=122
export IMPL_place_ws_ps=48120
export IMPL_dp_hpwl_um=115200
export IMPL_cts_reportedPaths_clkPinSlew_ps=60
export IMPL_final_cell_mix="2071 x nand2_1, 1575 x inv_1, 1569 x dfrtp_1"
export IMPL_rsz0062_at_grt="false"
export IMPL_worstRegToRegCells=15
export IMPL_edf_count=0
export IMPL_finalClockPeriodUsage_pct=24.77
export IMPL_antenna_found_initial=4
export IMPL_pin_count=86
export IMPL_critPathLaunchType="input port"
area by class of cell:
| class | count | area [um^2] |
|---|---|---|
| Antenna cell | 2 | 5.005 |
| Clock buffer | 259 | 5139 |
| Clock inverter | 58 | 679.4 |
| Fill cell | 14510 | 79410 |
| Inverter | 1575 | 5912 |
| Multi-Input combinational cell | 5148 | 42650 |
| Sequential cell | 1569 | 39260 |
| Tap cell | 2340 | 2928 |
| Timing Repair Buffer | 94 | 893.4 |
worst max-delay path, delay by kind of cell:
kind     cells  cell delay, ps
buf+inv      6            3720
worst max path at each step:
stage / startpoint / end / slack (ps) / depth (start not counted)
CTS: sys_rst_n / xi[109][9] / 49000 / 6
global route: sys_rst_n / xi[108][8] / 48500 / 6
finish: sys_rst_n / xi[109][9] / 49200 / 6
Yosys cell counts (57+ instances only):
master | instances | share of area [%]
a21o_1 | 63 | 0.53
o21ai_1 | 81 | 0.45
ha_1 | 280 | 3.9
xnor2_1 | 130 | 1.3
dfrtp_1 | 1569 | 44
buf_2 | 180 | 1.0
inv_1 | 1575 | 6.6
a21oi_1 | 138 | 0.77
buf_4 | 57 | 0.48
o21ai_0 | 911 | 5.1
nor2_1 | 75 | 0.31
nand2_1 | 2071 | 8.7
clkbuf_1 | 106 | 0.45
fa_1 | 1078 | 24
registers in the layout, summed over array words and instances, names as in the netlist:
name,flops
sum16_to_4,60
xi,1280
sum128_to_16,208
sum,17
delay_cnt,4
per-layer routing:
layer	up-vias	part of all wire [%]	global-route usage, %
met5	-	0.057	0.2910
met4	6	1.6	2.668
met3	191	9.3	8.407
met2	996	41	26.81
met1	25540	48	36.02
li1	25920	-	-
kinds of logic after synthesis:
family | count (synthesis) | synth area share, %
and+or+nand+nor | 2238 | 9.617
buffers and inverters | 1921 | 8.574
DFF | 1569 | 43.92
adders and majority gates | 1358 | 28.06
AOI/OAI and AO/OA | 1321 | 8.018
xor gates and xnor gates | 181 | 1.773
muxes | 3 | 0.03499
other | 1 | 0.004195
where the power goes:
group          switching (mW)  internal, mW  total (mW)
Combinational           0.217         0.156       0.373
Clock                   0.401         0.588       0.989
Sequential             0.0144          1.00        1.01
Power and IR drop assume default switching activity.
