`./config.mk`:
```
export PLATFORM = sky130hd
export DESIGN_NAME = b_rescue
export DESIGN_NICKNAME = b_rescue
export VERILOG_FILES = /design/flow/design.v
export SDC_FILE = /design/flow/constraint.sdc
export NUM_CORES = 4
export LEC_CHECK = 1
export CORE_UTILIZATION = 30
```
`./constraint.sdc`:
```
current_design b_rescue

set clk_period 8.3
set clk_io_pct 0.2

create_clock -name clk0 -period $clk_period [get_ports {clk}]

set non_clock_inputs [all_inputs -no_clocks]
set_input_delay [expr $clk_period * $clk_io_pct] -clock clk0 $non_clock_inputs
set_output_delay [expr $clk_period * $clk_io_pct] -clock clk0 [all_outputs]
```
`./design.v`:
```
module b_rescue(
	input		clk,
	input		sys_rst_n,
	input		[9:0]	rv_signal,
	input		[9:0]	input_signalA,
	input		[9:0]	dds_input,
	output		[9:0]	dds_shift
);
reg	[9:0]	dds_input_shift	[255:0];
reg	[7:0]	shift_reg;
reg	[7:0]	tim_delay;
wire	signed [15:0]	R_error;
wire	signed [15:0]	N_error;
wire	signed [15:0]	L_error;
wire	 [15:0]	AbsR_error;
wire	 [15:0]	AbsN_error;
wire	 [15:0]	AbsL_error;
assign R_error =dds_input_shift[shift_reg+'d1]+rv_signal		-input_signalA;
assign L_error =dds_input_shift[shift_reg-'d1] +rv_signal  	-input_signalA;
assign AbsR_error=R_error[15] ==1'b1 ?~R_error+1'b1:R_error;
assign AbsN_error=N_error[15] ==1'b1 ?~N_error+1'b1:N_error;
assign AbsL_error=L_error[15] ==1'b1 ?~L_error+1'b1:L_error;
localparam	THOLD	='d11;				 
integer	reg_index;
always @(posedge clk or negedge sys_rst_n)
	if(!sys_rst_n) begin
		for(reg_index =0;reg_index <256;reg_index =reg_index +1) begin
			dds_input_shift[reg_index] <='d0;
		end
	end
	else begin
		dds_input_shift[0] <=dds_input;
		for(reg_index =0;reg_index <255;reg_index =reg_index +1) begin
			dds_input_shift[reg_index +1] <=dds_input_shift[reg_index];
		end
	end
always @(posedge clk or negedge sys_rst_n) 
	if(!sys_rst_n)
		tim_delay <='d0;
	else if(tim_delay !=240) begin
		tim_delay <=tim_delay +1'b1;
	end
	else begin
		tim_delay <=tim_delay;
	end
always @(posedge clk or negedge sys_rst_n) 
	if(!sys_rst_n)
		shift_reg <=8'h00;
	else if(tim_delay ==240) begin
		if(AbsR_error <AbsN_error  &&AbsN_error -AbsR_error >THOLD)
			shift_reg <=shift_reg +'d1;
		else if(AbsL_error <AbsN_error  &&AbsN_error -AbsL_error >THOLD)
			shift_reg <=shift_reg -'d1;
		else begin
			shift_reg <=shift_reg;
		end
	end
	else begin
		shift_reg <=8'h00;
	end
assign dds_shift =dds_input_shift[shift_reg];
endmodule
```
`./run.sh`:
```
#!/bin/bash
# OpenROAD 26Q1-2900-gdf79404cd8, Yosys 0.63+post, stock flow scripts
make -C /OpenROAD-flow-scripts/flow DESIGN_CONFIG=/design/flow/config.mk WORK_HOME=/design/flow/orfs finish
```
==> results.cfg <==
; yosys + openroad results
[clock_tree]
cts-root-buf = clkbuf_16
cts_tree = yes
clock_latency_ps = 970
cts.clk_slew.worst_paths_ps = 60
cts_made_buffers = 285
cts.sinks = 2576
postCtsSetupRepairBufs = 0
cts_htree_levels = 5
clockBufferDepth = 4
holdBufCountCts = 0

[die]
ios = 42
core_area_sq_um = 280000
die_w_um = 534
initCoreUtil_pct = 30.3
dieArea_sq_um = 285000
rows = 194
die_h_um = 534

[run_status]
violations = antenna violations
status = finished, violations left

[detailed_routing]
drtIter0Drc = 8076
vias = 61800
avgRoutedWirePerCell_um = 44.2
viasPerCell = 6.17
drt_pre_antenna_iters = 9
ant_nets = 1
drt-total-wl_um = 443000
drc = 0

[synth]
ys.flops = 2576
synth_cell_type_count = 80
synth_area_sq_um = 84800
ys_chip_area_sq_um = 84800
flop_cell = dfrtp_1
yosysWarnings = 18
synth.avg_cell_area_sq_um = 14.6
synth-edff-count = 0
top_cell = dfrtp_1
ys_seq_share_pct = 76.1
async_reset_ff_share_pct = 100
yosys-stat-cells = 5796
common_cells = dfrtp_1, nand3_1, a22oi_1, clkbuf_1, nand4_1
topCellsByArea = dfrtp_1, a22oi_1, nand3_1, a32oi_1, nand4_1
largest_area_cell = dfrtp_1
top_cell_area_share_pct = 76.1
syn_inst = 5796

[pwr]
p_int_w = 0.0202
comb_power_share_pct = 1.2
power_density_nw_per_um2 = 256
cellLeakagePower_nw = 45.8
p_switching_w = 0.00546
switching_share_pct = 21.3
pwr-share-clk_pct = 49.1
ir_worst_vdd_uv = 234
seqPwrFrac_pct = 49.7

[final_timing]
relSlewSlack_pct = 7.73
finalCritPeriodShare_pct = 98.2
report.final.slew_viol_count = 0
fmax_mhz = 123
tns_ps = 0
post-route-min-period_ps = 8150
rsz0062_at_grt = no
tightest_slew_ps = 1350
setup_violations = 0
finClkSkew_ps = 52.2
hold_viol = 0

[setup_path]
critPathArrivalTime_ps = 6490
crit_required_ps = 6640
worstRegToRegCells = 2
crit_chain = buf_12 -> or4b_2 -> buf_4 -> nor2_1 -> nor4_1 -> nand4_1 -> nor4_4 -> buf_4 -> nand3_1 -> o211ai_1 -> clkdlybuf4s50_1
critPathCaptureType = output port
cp_max_fo = 36
crit_top_cell = buf_4
cp-start-kind = flip-flop
crit_slowest_cell = dfrtp_2
cpPeakStageDelay_ps = 930
path_class = reg2out

[cells_and_area]
largest_register_ffs = 2560
fin_cells = 10000
drive_above_1_share_pct = 14.3
fin_util_pct = 35.9
area_growth_pct = 18.7

[global_route]
grt_pass1_vias = 63900
grt_overflow_total = 0
grt_start_max_net_pins = 133
grt_use_total_pct = 32.6
antenna_found_initial = 77
grt_pass1_wl_um = 589000

[placement]
gp_congestion = 1.08
io_buffers = 21
hpwl_um = 301000
post-place-cells = 9477

[min_path]
holdPathStages = 0
holdCritPathClass = reg2reg

[job]
warnings = 121
max-cap-violations = 0
==> critical path, delay by kind of cell, from the launching register on <==
kind	cells	cell delay, ps
flops	1	930
simple gates	6	2020
compound gates	1	590
buf+inv	4	1930
==> through the flow <==
| stage | worst slack, ps | power, W | instance area, sq um | hold WS [ps] |
|---|---|---|---|---|
| finish | 150 | 0.0257 | 101000 | 330 |
| global route | 190 | 0.0263 | 100000 | 332 |
| CTS | 83.4 | 0.0258 | 100000 | 325 |
| detailed placement | 777 | 0.0133 | 91300 | 352 |
| global placement | 794 | 0.0133 | 91300 | 351 |
| floorplan | 3940 | 0.0130 | 84800 | 346 |
==> cells by family after synthesis <==
group	Yosys count	share of synthesized area (%)
flops	2576	76.1
simple gates	1393	9.14
compound gates	1336	12.0
buf+inv	446	2.25
mux	31	0.385
xor+xnor	8	0.0827
fa+ha+maj	6	0.0886
==> cell usage in the layout (no fill, tap or decap), types with 24 or more instances in the layout <==
cell type	netlist	final
nor2_2	0	29
diode_2	0	73
buf_12	0	25
and3_1	82	78
o22ai_1	129	129
a221oi_1	28	28
clkbuf_8	0	50
a2111oi_0	37	36
a222oi_1	48	48
nand2_1	64	64
a32o_1	40	40
nor2_1	164	135
nand4_1	210	210
nor4_1	88	86
a32oi_1	161	161
o211ai_1	27	27
clkbuf_16	0	287
dfrtp_1	2576	2570
or4_1	45	45
a21oi_1	125	125
bufinv_16	0	24
nor3_1	38	38
a22oi_1	511	511
clkbuf_1	215	61
nand3_1	573	570
buf_4	9	347
clkinv_2	0	25
o21ai_0	38	38
a22o_1	105	105
==> layout make-up <==
cell class	count	area [sq um]
fillers	26400	180000
flip-flops and latches	2576	64500
multi-input cells	2774	18800
clock buffers	398	8100
well taps	3724	4660
repair buffers	393	3330
clock inverters	69	1030
diodes	73	183
inverters	10	37.5
==> metal layers <==
| metal | track usage [%] | routed length, um | vias up |
|---|---|---|---|
| li1 | - | - | 22600 |
| met1 | 37.8 | 150000 | 32200 |
| met2 | 42.1 | 179000 | 5368 |
| met3 | 24.4 | 77300 | 1561 |
| met4 | 20.3 | 34100 | 79 |
| met5 | 3.53 | 1290 | - |
==> final timing paths <==
kind | startpoint | to | slack [ps]
worst max-delay path | shift_reg[4] | dds_shift[4] | 150
worst min-delay path | dds_input_shift[249][8] | dds_input_shift[250][8] | 330
worst max register to register | shift_reg[7] | shift_reg[7] | 6630
worst min register to register | dds_input_shift[249][8] | dds_input_shift[250][8] | 330
max in group asynchronous | sys_rst_n | dds_input_shift[163][9] | 5250
min in group asynchronous | sys_rst_n | dds_input_shift[163][1] | 640
==> power groups by stage <==
| stage | registers (W) | clock network (W) | logic (W) |
|---|---|---|---|
| CTS | 0.0128 | 0.0127 | 0.000315 |
| global route | 0.0128 | 0.0132 | 0.000350 |
| finish | 0.0128 | 0.0126 | 0.000300 |
==> repair_timing <==
action | CTS | global route
setup endpoints to repair | 1 | 1
resized | 1 | 1
pin swaps | 0 | 0
Power figures rest on the tool's default switching activity, not on a simulated workload.
