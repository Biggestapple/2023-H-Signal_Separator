File: ./design.v
module phase_adjust(
	input		clk,
	input		sys_rst_n,
	input		[9:0]	input_signal,
	output		[9:0]	output_signal,
	input		butt_phase_down,
	input		butt_phase_up,
	input		butt_phase_clr					 
);
wire	butt_phase_down_o;
wire	butt_phase_up_o;
reg			butt_phase_up_1,butt_phase_up_2;	
reg			butt_phase_down_1,butt_phase_down_2;	
reg	[8:0]		OUTPHASE;
parameter		PHASEFACTER		=16'd365;
integer			index;
reg	[9:0]	signal_shiftR[PHASEFACTER-1:0];
always @(posedge clk or negedge sys_rst_n)
	if(!sys_rst_n) begin
		for(index =0;index <PHASEFACTER;index =index +1) begin
			signal_shiftR[index] <='d0;
		end
	end
	else begin
		signal_shiftR[0] <=input_signal;
		for(index =0;index <PHASEFACTER -1;index =index +1) begin
			signal_shiftR[index +1] <=signal_shiftR[index];
		end
	end
assign output_signal =signal_shiftR[OUTPHASE-1];
always @(posedge clk or negedge sys_rst_n)
	if(!sys_rst_n) begin
		OUTPHASE <='d256;
	end
	else begin
		if(~butt_phase_down_o &&butt_phase_up_o && !butt_phase_clr)
			OUTPHASE <=OUTPHASE +'d2; 
		else if(butt_phase_down_o &&~butt_phase_up_o && !butt_phase_clr)
			OUTPHASE <=OUTPHASE -'d2;  
		else if (butt_phase_clr)
			OUTPHASE <='d256;
		else begin
			OUTPHASE <=OUTPHASE;
		end
	end
always @(posedge clk or negedge sys_rst_n) 
if(!sys_rst_n)begin
	butt_phase_down_1 <=1'b0;
	butt_phase_down_2 <=1'b0;
	butt_phase_up_1 <=1'b0;
	butt_phase_up_2 <=1'b0;
end
else begin
	butt_phase_down_1 <=butt_phase_down;
	butt_phase_down_2 <=butt_phase_down_1;
	butt_phase_up_1 <=butt_phase_up;
	butt_phase_up_2 <=butt_phase_up_1;
end
assign butt_phase_down_o =(butt_phase_down_2 &&~butt_phase_down_1);
assign butt_phase_up_o =(butt_phase_up_2 &&~butt_phase_up_1);	
endmodule
File: ./run.sh
#!/bin/bash
# OpenROAD 26Q1-2900-gdf79404cd8, Yosys 0.63+post, stock flow scripts
make -C /OpenROAD-flow-scripts/flow DESIGN_CONFIG=/design/flow/config.mk WORK_HOME=/design/flow/orfs finish
File: ./config.mk
export PLATFORM = sky130hd
export DESIGN_NAME = phase_adjust
export DESIGN_NICKNAME = phase_adjust
export VERILOG_FILES = /design/flow/design.v
export SDC_FILE = /design/flow/constraint.sdc
export NUM_CORES = 4
export LEC_CHECK = 1
export CORE_UTILIZATION = 50
File: ./constraint.sdc
current_design phase_adjust

set clk_period 14.9
set clk_io_pct 0.2

create_clock -name clk0 -period $clk_period [get_ports {clk}]

set non_clock_inputs [all_inputs -no_clocks]
set_input_delay [expr $clk_period * $clk_io_pct] -clock clk0 $non_clock_inputs
set_output_delay [expr $clk_period * $clk_io_pct] -clock clk0 [all_outputs]
==> design notes <==
The run finished with clean final reports. The clock-pin slew on the worst setup and hold paths was 0.07 ns; the register area was 91390 um2. The area share of the largest cell type after synthesis was 85.67%. With the clock buffer count from CTS at 364, the longest individual stage delay on the worst path is 0.73 ns. The worst path needs 11.12 ns of the cycle, external delays included. Once detailed placement completed, the half-perimeter wirelength came to 318.3 mm.

The endpoint identified for the worst register-to-register timing path is OUTPHASE[7]$_DFFE_PN0P_. At the floorplan stage, the core utilization is reported as 50.29%. Averaged over all synthesized cells, the footprint is 17.81 um2.

The script extracted a net switching power of 7.228 mW. Per the placement log, port buffering inserted 24 buffers. After synthesis, the most frequently instantiated cells are sky130_fd_sc_hd__dfrtp_1, sky130_fd_sc_hd__a22oi_1, sky130_fd_sc_hd__nor2_1. After floorplanning, the die was sized to cover 215200 um2. By startpoint and endpoint, the worst setup path is classified as flip-flop to output port.

The run gives 169 for the count of standard-cell rows. The startpoint identified for the worst register-to-register timing path is OUTPHASE[2]$_DFFE_PN0P_. In this run the vertical extent of the chip is 463.8 um. TritonCTS built the clock tree. The leakage power figure was 61.60 nW; the number of max-slew violations in the final report was 0.

Yosys instantiated no cell more often than sky130_fd_sc_hd__dfrtp_1. According to the hold report, the worst path is of the flip-flop to flip-flop type. The worst clock skew was 0.08551 ns; the part of the power in the clock network was 39.8%.

The tools report the worst hold path startpoint as signal_shiftR[176][3]$_DFF_PN0_. After detailed routing, the average wire length per cell comes to 48.20 um. The length in cells of the worst reg-to-reg path is 8, and the layout filler cell count is 15240. VDD sags by at most 0.1377 mV. The flop-to-flop setup slack came out at 12.33 ns. The synth_stat.txt file lists the number of cells as 5988. Counting endpoints that fail hold in the final report gives 0. The number of distinct standard cells referenced by the synthesized netlist is 90, and the actual transition at the worst max-transition pin is 1.376 ns. The final layout reports a setup TNS of 0 ns.

Per report_power, the combinational group accounts for 17.1% of the total. As reported, the later end of the worst-skew pair has a clock insertion delay of 1.00 ns. Counting flops with a built-in enable in the synthesized netlist gives 0.

The slowest stage of the critical path belongs to the cell sky130_fd_sc_hd__nand4_1. The vias after detailed routing was 63750. Proportion of layout cells with a drive suffix above 1: 16.74%. Data on the critical path arrives at its endpoint at 8.14 ns.

Power density over the cells: 185.2 nW/um2. Per the post-synthesis report, the number of cells in the design is 5988. In this run, synthesis produced a sequential element count of 3652.

Per the slew report, the remaining headroom to the max-slew limit stands at 7.900%. The biggest area contributor in the post-synthesis netlist is sky130_fd_sc_hd__dfrtp_1. STA classifies the critical path endpoint as an output port. The tools report the total area of multi-input combinational cells as 14950 um2. For this run, the register share of the synthesized area comes to 85.69%. In this run the remaining antenna-violating nets after routing total 0. In this run the maximum-capacitance check reported violations numbering 0.

The wire length recorded after detailed routing is 472.6 mm. The flow reports an fmax of 0.08992 GHz. The number of cells on the worst hold path is listed as 0.

CTS placed an instance of sky130_fd_sc_hd__clkbuf_16 at the clock tree root. The tools report the netlist area before placement as 106600 um2. The worst setup path is launched from a flip-flop. The total congestion overflow was 0; the final weighted congestion in routability-driven placement was 1.082. The synthesized chip area reported by yosys is 106600 um2.

The synthesis report names the predominant flop master as sky130_fd_sc_hd__dfrtp_1. The count of boundary I/O pins is 25. The clock passes through at most 4 buffers. The global-route usage over all layers came out at 48.75%. Measured on the finished design, the core utilization comes to 59.44%.

The via count of the first global-routing pass is 65560, and the average vias per placed instance is 6.502. For this run, the number of Yosys warnings is 2. The logs give 0 for the number of setup violations in the final report and 212100 um2 for the area of the core region.

Setup repair after global routing left no endpoint under its margin. Ranked by total cell area, the synthesized netlist is headed by sky130_fd_sc_hd__dfrtp_1, sky130_fd_sc_hd__a22oi_1, sky130_fd_sc_hd__a32oi_1, sky130_fd_sc_hd__a22o_1, sky130_fd_sc_hd__nor2_1. Buffer count from post-CTS setup fixing: 0.

Yosys reported that registers with async set or reset make up 100.0%. Peak fanout along the critical path: 31. After clock tree synthesis, the repair step resized 0 gates. The switching part of the total power is 30.96%. The number of antenna violations at the first check in global routing is 100. Traced cell by cell, the critical path runs through inv_1 > ha_1 > buf_4 > nor2b_1 > nor3_2 > buf_4 > o32ai_4 > buf_4 > buf_4 > nor2_1 > buf_4 > a2111oi_0 > o21ai_0 > nor3_1 > nand4_1 > buf_4 > o2111ai_1 > clkdlybuf4s50_1.

The logs give 623.1 mm for the global-route wire length before repair and 0 for the DRC violations left. The number of search-and-repair iterations in the first detailed-routing pass came out at 8. The internal portion of the total power is 16.12 mW. The most numerous cell type found on the critical path is sky130_fd_sc_hd__buf_4. The portion of the clock cycle consumed by the worst path in the final layout is 74.64%. For hold timing, the worst endpoint is signal_shiftR[177][3]$_DFF_PN0_.

The tool warning count for the run is 97. For the number of H-tree branching levels, the log shows 5. The floorplan die width was 463.8 um; the register share of total power was 43.1%. The detailed router finished its first iteration with 6979 violations. The area growth from synthesis to layout is 18.21%. The tools report the total number of clock tree sinks as 3652. The critical path endpoint has a required time of 11.92 ns. The run gives 147 as the largest net degree at the start of global routing. The number of buffers inserted by hold repair at cts came out at 0.
-- registers in the layout (all words and copies together), names as in the netlist --
name               count
OUTPHASE               8
butt_phase_down_1      1
butt_phase_down_2      1
butt_phase_up_1        1
butt_phase_up_2        1
signal_shiftR       3640
-- through the flow --
step	cell area (um2)	power (mW)	setup slack (ns)	hold slack (ns)	std cells
after global routing	125800	23.67	3.892	0.3092	9678
final	126100	23.35	3.778	0.2981	9805
after global placement	113500	13.93	5.363	0.3311	9003
after detailed placement	113500	13.93	5.144	0.3347	9003
after CTS	125700	23.16	4.136	0.2945	9638
after floorplan	106700	11.23	7.818	0.3312	5988
-- cells in the final DEF (no fill, tap or decap), types with 67 or more instances in the layout --
cell / n
sky130_fd_sc_hd__buf_4: 388
sky130_fd_sc_hd__nand3_1: 123
sky130_fd_sc_hd__nand4_1: 98
sky130_fd_sc_hd__a21oi_1: 93
sky130_fd_sc_hd__clkbuf_16: 368
sky130_fd_sc_hd__o22ai_1: 67
sky130_fd_sc_hd__a32oi_1: 107
sky130_fd_sc_hd__nand2_1: 113
sky130_fd_sc_hd__a221oi_1: 72
sky130_fd_sc_hd__clkinv_2: 67
sky130_fd_sc_hd__a22oi_1: 379
sky130_fd_sc_hd__diode_2: 167
sky130_fd_sc_hd__nor2_1: 158
sky130_fd_sc_hd__clkbuf_8: 80
sky130_fd_sc_hd__dfrtp_1: 3650
sky130_fd_sc_hd__a22o_1: 91
-- power by group through the flow --
stage | sequential, mW | clock [mW] | combinational (mW)
CTS | 10.1 | 9.39 | 3.71
global route | 10.1 | 9.77 | 3.84
finish | 10.1 | 9.29 | 4.00
-- metal layers --
| metal | part of all wire [%] | vias up | global-route usage [%] | wire length, um |
|---|---|---|---|---|
| li1 | - | 23130 | - | - |
| met4 | 7.6 | 64 | 30.26 | 36140 |
| met2 | 41 | 5054 | 59.69 | 194700 |
| met1 | 34 | 33870 | 63.79 | 161900 |
| met3 | 17 | 1642 | 34.84 | 78690 |
| met5 | 0.25 | - | 6.684 | 1195 |
-- how the worst max path moves through the flow --
stage | startpoint | end | slack, ns | depth (start not counted)
finish | OUTPHASE[2]$_DFFE_PN0P_ | output_signal[3] | 3.78 | 18
CTS | OUTPHASE[1]$_DFFE_PN0P_ | output_signal[3] | 4.14 | 19
global route | OUTPHASE[1]$_DFFE_PN0P_ | output_signal[3] | 3.89 | 19
-- cells by family (layout without fill, tap and decap cells) --
group / count (synthesis) / count (layout) / synth area share [%]
flops: 3652 / 3652 / 85.69
xor+xnor: 7 / 7 / 0.05749
fa+ha+maj: 3 / 3 / 0.03520
other cells: 0 / 167 / 0
mux: 33 / 33 / 0.3168
buf+inv: 252 / 1081 / 0.9808
simple gates: 829 / 829 / 4.094
compound gates: 1212 / 1212 / 8.825
-- critical path: cells and delay by family, from the launching register on --
kind                     cells  cell delay (ns)
AND/OR/NAND/NOR              5             1.72
adder cells (fa/ha/maj)      1             0.15
buffers and inverters        8             3.08
flip-flops                   1             0.57
AND-OR/OR-AND                4             1.57
-- area by class of cell --
| class | count | area share (%) |
|---|---|---|
| Sequential cell | 3652 | 72.49 |
| Multi-Input combinational cell | 2084 | 11.86 |
| Clock buffer | 504 | 8.345 |
| Timing Repair Buffer | 431 | 2.817 |
| Tap cell | 2821 | 2.800 |
| Clock inverter | 131 | 1.314 |
| Antenna cell | 167 | 0.3315 |
| Inverter | 15 | 0.04466 |
No activity file was given, so power comes from the tool's default toggle rates.
